`/design/flow/design.v`:
```
module v60_memory_interface (
    input  logic                        clk,
    input  logic                        rst_n,
    input  logic                        cpu_req,
    input  logic                        cpu_wr,
    input  logic [1:0]                  cpu_size,      
    input  logic [32-1:0]  cpu_addr,
    input  logic [32-1:0]  cpu_wdata,
    output logic [32-1:0]  cpu_rdata,
    output logic                        cpu_ready,
    output logic                        mem_clk,
    output logic                        mem_ce_n,      
    output logic                        mem_oe_n,      
    output logic                        mem_we_n,      
    output logic [3:0]                  mem_be_n,      
    output logic [32-1:0]  mem_addr,
    inout  wire  [32-1:0]  mem_data,      
    input  logic                        mem_wait       
);
    typedef enum logic [2:0] {
        IDLE,
        READ_SETUP,
        READ_ACCESS,
        READ_HOLD,
        WRITE_SETUP,
        WRITE_ACCESS,
        WRITE_HOLD
    } mem_state_t;
    mem_state_t state, next_state;
    logic [32-1:0] read_data_reg;
    logic [32-1:0] write_data_reg;
    logic [3:0]                 byte_enables;
    logic                       data_oe;   
    always_comb begin
        byte_enables = 4'b1111;   
        case (cpu_size)
            2'b00: begin   
                case (cpu_addr[1:0])
                    2'b00: byte_enables = 4'b1110;
                    2'b01: byte_enables = 4'b1101;
                    2'b10: byte_enables = 4'b1011;
                    2'b11: byte_enables = 4'b0111;
                endcase
            end
            2'b01: begin   
                case (cpu_addr[1])
                    1'b0: byte_enables = 4'b1100;
                    1'b1: byte_enables = 4'b0011;
                endcase
            end
            2'b10: begin   
                byte_enables = 4'b0000;   
            end
            default: byte_enables = 4'b1111;   
        endcase
    end
    always_ff @(posedge clk or negedge rst_n) begin
        if (!rst_n) begin
            state <= IDLE;
        end else begin
            state <= next_state;
        end
    end
    always_comb begin
        next_state = state;
        case (state)
            IDLE: begin
                if (cpu_req) begin
                    if (cpu_wr) begin
                        next_state = WRITE_SETUP;
                    end else begin
                        next_state = READ_SETUP;
                    end
                end
            end
            READ_SETUP: begin
                next_state = READ_ACCESS;
            end
            READ_ACCESS: begin
                if (!mem_wait) begin
                    next_state = READ_HOLD;
                end
            end
            READ_HOLD: begin
                next_state = IDLE;
            end
            WRITE_SETUP: begin
                next_state = WRITE_ACCESS;
            end
            WRITE_ACCESS: begin
                if (!mem_wait) begin
                    next_state = WRITE_HOLD;
                end
            end
            WRITE_HOLD: begin
                next_state = IDLE;
            end
            default: begin
                next_state = IDLE;
            end
        endcase
    end
    always_comb begin
        mem_ce_n = 1'b1;
        mem_oe_n = 1'b1;
        mem_we_n = 1'b1;
        mem_be_n = 4'b1111;
        mem_addr = cpu_addr;
        data_oe = 1'b0;
        cpu_ready = 1'b0;
        case (state)
            IDLE: begin
                cpu_ready = 1'b1;
            end
            READ_SETUP, READ_ACCESS: begin
                mem_ce_n = 1'b0;
                mem_oe_n = 1'b0;
                mem_be_n = byte_enables;
            end
            READ_HOLD: begin
                cpu_ready = 1'b1;
            end
            WRITE_SETUP, WRITE_ACCESS: begin
                mem_ce_n = 1'b0;
                mem_we_n = 1'b0;
                mem_be_n = byte_enables;
                data_oe = 1'b1;
            end
            WRITE_HOLD: begin
                cpu_ready = 1'b1;
            end
        endcase
    end
    assign mem_data = data_oe ? write_data_reg : 32'hZZZZ_ZZZZ;
    always_ff @(posedge clk or negedge rst_n) begin
        if (!rst_n) begin
            read_data_reg <= 32'h0;
        end else if (state == READ_ACCESS && !mem_wait) begin
            read_data_reg <= mem_data;
        end
    end
    always_ff @(posedge clk or negedge rst_n) begin
        if (!rst_n) begin
            write_data_reg <= 32'h0;
        end else if (state == IDLE && cpu_req && cpu_wr) begin
            case (cpu_size)
                2'b00: begin   
                    case (cpu_addr[1:0])
                        2'b00: write_data_reg <= {24'h0, cpu_wdata[7:0]};
                        2'b01: write_data_reg <= {16'h0, cpu_wdata[7:0], 8'h0};
                        2'b10: write_data_reg <= {8'h0, cpu_wdata[7:0], 16'h0};
                        2'b11: write_data_reg <= {cpu_wdata[7:0], 24'h0};
                    endcase
                end
                2'b01: begin   
                    case (cpu_addr[1])
                        1'b0: write_data_reg <= {16'h0, cpu_wdata[15:0]};
                        1'b1: write_data_reg <= {cpu_wdata[15:0], 16'h0};
                    endcase
                end
                2'b10: begin   
                    write_data_reg <= cpu_wdata;
                end
                default: write_data_reg <= cpu_wdata;
            endcase
        end
    end
    always_comb begin
        cpu_rdata = read_data_reg;
        case (cpu_size)
            2'b00: begin   
                case (cpu_addr[1:0])
                    2'b00: cpu_rdata = {{24{read_data_reg[7]}}, read_data_reg[7:0]};
                    2'b01: cpu_rdata = {{24{read_data_reg[15]}}, read_data_reg[15:8]};
                    2'b10: cpu_rdata = {{24{read_data_reg[23]}}, read_data_reg[23:16]};
                    2'b11: cpu_rdata = {{24{read_data_reg[31]}}, read_data_reg[31:24]};
                endcase
            end
            2'b01: begin   
                case (cpu_addr[1])
                    1'b0: cpu_rdata = {{16{read_data_reg[15]}}, read_data_reg[15:0]};
                    1'b1: cpu_rdata = {{16{read_data_reg[31]}}, read_data_reg[31:16]};
                endcase
            end
            2'b10: begin   
                cpu_rdata = read_data_reg;
            end
            default: cpu_rdata = read_data_reg;
        endcase
    end
    assign mem_clk = clk;
endmodule
```
`/design/flow/run.sh`:
```
#!/bin/bash
# OpenROAD 26Q1-2900-gdf79404cd8, Yosys 0.63+post, stock flow scripts
make -C /OpenROAD-flow-scripts/flow DESIGN_CONFIG=/design/flow/config.mk WORK_HOME=/design/flow/orfs finish
```
`/design/flow/config.mk`:
```
export PLATFORM = sky130hd
export DESIGN_NAME = v60_memory_interface
export DESIGN_NICKNAME = v60_memory_interface
export VERILOG_FILES = /design/flow/design.v
export SDC_FILE = /design/flow/constraint.sdc
export NUM_CORES = 4
export LEC_CHECK = 1
export CORE_UTILIZATION = 40
```
`/design/flow/constraint.sdc`:
```
current_design v60_memory_interface

set clk_period 5.3
set clk_io_pct 0.2

create_clock -name clk0 -period $clk_period [get_ports {clk}]

set non_clock_inputs [all_inputs -no_clocks]
set_input_delay [expr $clk_period * $clk_io_pct] -clock clk0 $non_clock_inputs
set_output_delay [expr $clk_period * $clk_io_pct] -clock clk0 [all_outputs]
```
==> impl_metrics.toml <==
# flow metrics
[outcome]
status = "aborted with a tool error"
lastStage = "clock tree synthesis"
error = "[error] [KeplerFormal.cpp:679] Workflow failed: Iso has multiple drivers: .mem_data0, mem_data[0]$_DFFE_PN0P_.Q0"

[yosys]
synth-seq-area-share = 0.466
edf_count = 0
synth-async-reset-ratio = 1.00
ff_type = "dfrtp_1"
ys_ff = 71
synthCells = 408
mappedNetlistArea_mm2 = 0.00382
ys_area_mm2 = 0.00382
top_cell_area_share = 0.459
ys_warn_count = 2
syn_avg_cell_area_um2 = 9.36
yosysTopAreaCell = "dfrtp_1"
synth_cell_types = 34
ys_cells = 408
area_leaders = "dfrtp_1 (46%), nand2_1 (8.4%), mux2_2 (7.4%)"
common_cells = "nand2_1 (85), dfrtp_1 (70), o21ai_0 (42), buf_4 (33)"
top_cell = "nand2_1"

[clock_tree]
ctsHoldBuffers = 0
cts.repair.resized = 0
cts_setup_buffers = 0

[floorplanning]
die_w_um = 99.7
io_pins = 176
initCoreUtil = 0.413
chipHeight_um = 99.7
fp-row-count = 35

[place]
placement.cell_area_mm2 = 0.00449
dp_hpwl_mm = 7.67
port_buffers = 83
gp_congestion = 0.832
==> cells by family after synthesis <==
family	Yosys count	share of synthesized area
muxes	33	0.0980
and+or+nand+nor	133	0.150
DFF	71	0.466
buffers and inverters	74	0.112
AOI/OAI and AO/OA	97	0.174
==> stage by stage <==
stage / worst slack [ns] / hold WS [ns] / instances / total power [mW]
2_1_floorplan: 1.49 / 0.433 / 408 / 1.24
3_3_place_gp: 0.872 / 0.463 / 566 / 1.62
3_5_place_dp: 0.816 / 0.457 / 566 / 1.63
No activity file was given, so power comes from the tool's default toggle rates.
